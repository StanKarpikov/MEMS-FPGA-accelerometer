<file path="design.v">
`timescale 1ns / 1ps
module phy_rx_module(
    input clk_in,
	 input data_in,
	 output MII_RX_CLK,
    output MII_RX_EN,
    output [3:0] MII_RXD
    );
reg mii_rx_clk_reg = 'd0; 
reg [3:0] mii_rxd_reg = 'd0; 
reg mii_en_reg = 'd0; 
assign MII_RX_CLK = mii_rx_clk_reg; 
assign MII_RXD = mii_rxd_reg;
assign MII_RX_EN = mii_en_reg;
reg [4:0] clk_cnt = 5'd0; 
reg [3:0] data = 4'd0; 
reg [3:0] data_latch = 4'd0; 
reg [4:0] fifo_buf [0:3];
reg [1:0] index = 2'd0;
initial
begin
	fifo_buf[0] = 'd0;
	fifo_buf[1] = 'd0;
	fifo_buf[2] = 'd0;
	fifo_buf[3] = 'd0;
end
reg [4:0] delta_cnt = 5'd0; 
wire ext_stop; 
wire stop_signal = ((delta_cnt > 'd13)? 1'd1: 1'd0) | ext_stop; 
pulse_extend local_pulse_extend(.clk_in(clk_in), .pulse_in(stop_signal), .pulse_out(ext_stop));
reg new_data = 'd0; 
always@(posedge clk_in)
begin
	if (clk_cnt > 'd30)
	begin
		clk_cnt = 'd0;
	end
	else clk_cnt = clk_cnt + 5'd1; 
	if (clk_cnt < 'd16) mii_rx_clk_reg<= 'd1; 
	else mii_rx_clk_reg<= 'd0;
	if (clk_cnt == 'd0)
	begin
		mii_rxd_reg<= data_latch; 
		mii_en_reg<= new_data; 
	end
end
reg [3:0] shift_reg = 4'd0;
always @(posedge clk_in) shift_reg <= {shift_reg[2:0], data_in};
wire [1:0] window = shift_reg[3:2];
reg pos_edge  = 1'd0;
reg neg_edge  = 1'd0;
wire any_edge  = pos_edge | neg_edge;
always @(posedge clk_in)
begin
	if (window == 2'b01) pos_edge <= 1'd1;
	else if (window == 'b10) neg_edge<= 1'd1;
	else
	begin
		pos_edge<= 1'd0;
		neg_edge<= 1'd0;
	end
end
always @(posedge clk_in)
begin
	if (any_edge) 
	begin
		for(index = 2'd3; index > 2'd0; index = index - 2'd1)
      begin
			fifo_buf[index] = fifo_buf[index - 'd1];
		end
		fifo_buf[0] = delta_cnt + 5'd1;
		delta_cnt = 'd0;
	end
	else if (delta_cnt < 'd16) delta_cnt = delta_cnt + 'd1;
end
wire center = (((fifo_buf[0] == fifo_buf[2]) && (fifo_buf[1] == fifo_buf[3]) && (fifo_buf[0] > 0)) & any_edge)? 1'd1:1'd0;
reg [9:0] timeout2 = 'd40; 
wire capt_en = (timeout2 < 'd60)? 1'd1: 1'd0; 
reg end_reset = 1'd0; 
reg [9:0] timeout1 = 'd100; 
wire capt_en2 = (timeout1 < 'd99)? 1'd1: 1'd0; 
always @(posedge clk_in)
begin
	if (pos_edge) 
		timeout1<= 'd0;
	else if (capt_en2) timeout1 <= timeout1 +10'd1; 
	end_reset <= (timeout1 == 'd90)? 1'd1: 1'd0; 
end
reg [1:0] pos_edge_cnt = 'd0; 
always @(posedge clk_in)
begin
	if (pos_edge && (!capt_en2)) 
		pos_edge_cnt <= 'd0;
	else if (any_edge) pos_edge_cnt <= pos_edge_cnt + 2'd1;
	else if (end_reset) pos_edge_cnt <= 'd0; 
end
reg [3:0] symb_cnt = 4'd0; 
always @(posedge clk_in)
begin
	if (center && (!capt_en) && (pos_edge_cnt == 'd2)) 
	begin
		timeout2 <= 'd0; 
	end
	else if (capt_en && any_edge) timeout2 <= 'd0;
	else if (capt_en) timeout2 <= timeout2 + 10'd1; 
	if (center && (!capt_en)) symb_cnt <= 4'd0;
	else if (symb_cnt < 4'd7) symb_cnt <= symb_cnt + 4'd1;
	else if (symb_cnt > 4'd6) symb_cnt <= 4'd0;
end
reg [1:0] bit_cnt = 2'd0; 
wire capture = capt_en && (symb_cnt == 'd5);
always @(posedge clk_in)
begin
	if (capture)
	begin
		data = {data_in,data[3:1]};
		bit_cnt = bit_cnt + 2'd1;
		if (bit_cnt == 2'd0) 
		begin
			data_latch = data;
			if (stop_signal == 1'd0)
				new_data <= 1'd1;
			else
				new_data <= 1'd0;
		end
	end
	else if (!capt_en) bit_cnt<= 2'd0; 
end
endmodule
module pulse_extend(
    input clk_in,
	 input pulse_in,
	 output pulse_out
    );
reg [5:0] cnt = 6'd0;
reg [1:0] trig = 2'd0;
always@(posedge clk_in) trig <= {trig[0],pulse_in};
wire start_edge = (trig == 2'b01) ? 1'b1 : 1'b0;
assign pulse_out = (cnt < 'd30);
always @(posedge clk_in)
begin
	if (start_edge) cnt<= 6'd0;
	else if (pulse_out) cnt<= cnt+ 6'd1;
end
endmodule
</file>
<file path="constraint.sdc">
current_design phy_rx_module

set clk_period 3.1
set clk_io_pct 0.2

create_clock -name clk0 -period $clk_period [get_ports {clk_in}]

set non_clock_inputs [all_inputs -no_clocks]
set_input_delay [expr $clk_period * $clk_io_pct] -clock clk0 $non_clock_inputs
set_output_delay [expr $clk_period * $clk_io_pct] -clock clk0 [all_outputs]
</file>
<file path="run.sh">
#!/bin/bash
# OpenROAD 26Q1-2900-gdf79404cd8, Yosys 0.63+post, stock flow scripts
make -C /OpenROAD-flow-scripts/flow DESIGN_CONFIG=/design/flow/config.mk WORK_HOME=/design/flow/orfs finish
</file>
<file path="config.mk">
export PLATFORM = sky130hd
export DESIGN_NAME = phy_rx_module
export DESIGN_NICKNAME = phy_rx_module
export VERILOG_FILES = /design/flow/design.v
export SDC_FILE = /design/flow/constraint.sdc
export NUM_CORES = 4
export LEC_CHECK = 1
export CORE_UTILIZATION = 30
</file>
==> results.toml <==
# implementation run metrics
[status]
status = "finished, final reports clean"

[setup_path]
cpPeakStageDelay_ns = 0.83
reg2reg_to = "mii_en_reg"
cp_common_cell = "nor2_1"
critPathTopFamily = "simple AND/OR/NAND/NOR gates"
cp.required_ns = 3.07
crit_type = "register to register"
crit_chain = "inv_1 > ha_1 > nor2_1 > nor2_1 > nor4_1"
slowest_stage = "nor4_1"
cp.buffers_inverters = 1
endpoint_kind = "register"
start_kind = "register"
r2r_cells = 5
r2r_slack_ns = 0.79
cp_max_fo = 6
crit_arrival_ns = 2.29
rr_startpoint = "clk_cnt[0]"

[min_path]
hold_start = "shift_reg[1]"
hold_depth = 0
hp-class = "register to register"
hold-path-endpoint = "shift_reg[2]"

[pwr]
fin_total_pwr_mw = 2.76
ir_worst_vdd_uv = 359
powerDensity_nw_per_um2 = 735
p_leak_nw = 1.46

[final_layout]
layout_top_cell = "dfxtp_1"
fillers = 1069
drive_gt1_share_pct = 7.33
fin_cells = 440
final_cell_mix = "51 x dfxtp_1, 36 x edfxtp_1, 33 x nor2_1, 21 x xor2_1, 18 x inv_1"
stdcell_area_um2 = 3760
largest_reg_flops = 20
area_delta_synth_final_pct = 13.1

[timing]
finalCritPeriodShare_pct = 74.6
finalSetupViolCount = 0
slew_headroom_pct = 35.8
slew_violations = 0
finalHoldViolCount = 0
fmax_ghz = 0.432
final.min_clock_period_ns = 2.31
worst_pin_slew_ns = 0.954
setup-tns-final_ns = 0
rsz0062_at_grt = "no"
fin_skew_ns = 0.00897
setup_slack_ns = 0.786

[routing]
drtIter0Drc = 125
drtPass1Iterations = 4
vias = 1920
drt-vias-per-instance = 4.36
ant_nets = 0
antenna_cells = 0
drc_errors = 0
wl_per_cell_um = 10.4
wl_mm = 4.57

[clock_network]
cts_hold_buf = 0
clock-sinks = 87
post-cts-setup-buffers = 0
postCtsResizedCells = 0
cts_tree = "yes"
clockRootBuffer = "clkbuf_8"
cts_buffer_depth = 2
clk_pin_slew_worst_paths_ns = 0.09
cts-buffers-inserted = 9
insertion_delay_ns = 0.35
h-tree-depth = 3

[synthesis]
synthArstFlopShare_pct = 0
top_area_cell = "edfxtp_1"
synth-seq-cells = 87
yosys_area_um2 = 3330
synth_cells = 281
syn_area_per_cell_um2 = 11.8
top_area_share_pct = 32.5
flop_cell = "dfxtp_1"
enable_flop_cells = 36
synthesis.area_um2 = 3330
ys_seq_share_pct = 63.2
yosysCellCount = 281
ys_types = 37
area_leaders = "edfxtp_1 33%, dfxtp_1 31%, xor2_1 5.5%, ha_1 4.9%, nor2_1 3.7%"
yosys_warnings = 3

[grt]
antenna_found_initial = 0
grtUsageTotal_pct = 8.74
grt_overflow = 0
grt_max_degree = 25
grt_pass1_vias = 1812
grt_pass1_wl_mm = 7.85

[flow_run]
cap_violations = 0
log.warning_count = 30

[floorplanning]
die_x_um = 107
core-area_um2 = 10800
chip_area_um2 = 11500
num_rows = 38
fp_util_pct = 30.7
die_y_um = 107
boundaryPins = 8

[placement]
dpl_cell_area_um2 = 3540
dp_slack_ns = 0.836
gp_congestion = 0.746
port_buffers = 7
dp_hpwl_mm = 3.07
dpl.cell_count = 424
[report_power, final]
group,internal [mW],switching (mW),leakage (nW)
Combinational,0.180,0.213,0.577
Clock,0.456,0.389,0.114
Sequential,1.39,0.137,0.766
[logic make-up after synthesis]
logic type	share of synthesized area [%]
AND-OR/OR-AND	4.06
XOR/XNOR	7.64
adder cells (fa/ha/maj)	4.89
buffers and inverters	3.16
flip-flops	63.2
AND/OR/NAND/NOR	17.0
[cell usage after synthesis, types with 9 or more instances]
cell and instances:
nor2b_1 10, dfxtp_1 51, nor2_1 33, nand2_1 11, ha_1 13, edfxtp_1 36
a21oi_1 11, xor2_1 21, nor3_1 12, nand4_1 9, nand3_1 11, inv_1 18
[metal layers]
metal	share of wire (%)	vias to the layer above	GRT usage, %	wire length (um)
li1	-	1004	-	-
met1	51	883	12.7	2320
met2	43	28	13.1	1950
met3	5.8	5	3.46	267
met4	0.72	0	1.08	33
met5	0	-	0	0
[cell type report]
cell class	instances	area [um2]	area share (%)
clock inverter	7	96.3	2.56
inverter	18	67.6	1.80
tap	140	175	4.66
multi-input combinational	171	1120	29.7
clock buffer	9	124	3.29
timing repair buffer	8	77.6	2.06
sequential	87	2100	55.9
[metrics by stage]
step / utilization, % / hold slack, ns
floorplan: - / 0.310
global placement: 32.7 / 0.317
detailed placement: 32.7 / 0.318
CTS: 34.7 / 0.335
global route: 34.7 / 0.340
finish: 34.7 / 0.330
[worst max-delay path by stage]
| stage | startpoint | to | depth (start not counted) |
|---|---|---|---|
| final | clk_cnt[0] | mii_en_reg | 5 |
| after global routing | clk_cnt[0] | mii_rxd_reg[3] | 5 |
| after CTS | clk_cnt[0] | mii_en_reg | 5 |
Power and IR drop assume default switching activity.
